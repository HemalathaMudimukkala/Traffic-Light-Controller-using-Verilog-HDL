$ cat flow/constraint.sdc
current_design traffic_control

set clk_period 1.2
set clk_io_pct 0.2

create_clock -name clk0 -period $clk_period [get_ports {clk}]

set non_clock_inputs [all_inputs -no_clocks]
set_input_delay [expr $clk_period * $clk_io_pct] -clock clk0 $non_clock_inputs
set_output_delay [expr $clk_period * $clk_io_pct] -clock clk0 [all_outputs]
$ cat flow/config.mk
export PLATFORM = sky130hd
export DESIGN_NAME = traffic_control
export DESIGN_NICKNAME = traffic_control
export VERILOG_FILES = /design/flow/design.v
export SDC_FILE = /design/flow/constraint.sdc
export NUM_CORES = 4
export LEC_CHECK = 1
export CORE_AREA = 10 10 70 70
export DIE_AREA = 0 0 80 80
$ cat flow/run.sh
#!/bin/bash
# OpenROAD 26Q1-2900-gdf79404cd8, Yosys 0.63+post, stock flow scripts
make -C /OpenROAD-flow-scripts/flow DESIGN_CONFIG=/design/flow/config.mk WORK_HOME=/design/flow/orfs finish
$ cat flow/design.v
module traffic_control(n_lights,s_lights,e_lights,w_lights,clk,rst_a);
   output reg [2:0] n_lights,s_lights,e_lights,w_lights; 
   input      clk;
   input      rst_a;
   reg [2:0] state;
   parameter [2:0] north=3'b000;
   parameter [2:0] north_y=3'b001;
   parameter [2:0] south=3'b010;
   parameter [2:0] south_y=3'b011;
   parameter [2:0] east=3'b100;
   parameter [2:0] east_y=3'b101;
   parameter [2:0] west=3'b110;
   parameter [2:0] west_y=3'b111;
   reg [2:0] count;
   always @(posedge clk, posedge rst_a)
     begin
        if (rst_a)
            begin
                state=north;
                count =3'b000;
            end
        else
            begin
                case (state)
                north :
                    begin
                        if (count==3'b111)
                            begin
                            count=3'b000;
                            state=north_y;
                            end
                        else
                            begin
                            count=count+3'b001;
                            state=north;
                            end
                    end
                north_y :
                    begin
                        if (count==3'b011)
                            begin
                            count=3'b000;
                            state=south;
                            end
                        else
                            begin
                            count=count+3'b001;
                            state=north_y;
                        end
                    end
               south :
                    begin
                        if (count==3'b111)
                            begin
                            count=3'b0;
                            state=south_y;
                            end
                        else
                            begin
                            count=count+3'b001;
                            state=south;
                        end
                    end
            south_y :
                begin
                    if (count==3'b011)
                        begin
                        count=3'b0;
                        state=east;
                        end
                    else
                        begin
                        count=count+3'b001;
                        state=south_y;
                        end
                    end
            east :
                begin
                    if (count==3'b111)
                        begin
                        count=3'b0;
                        state=east_y;
                        end
                    else
                        begin
                        count=count+3'b001;
                        state=east;
                        end
                    end
            east_y :
                begin
                    if (count==3'b011)
                        begin
                        count=3'b0;
                        state=west;
                        end
                    else
                        begin
                        count=count+3'b001;
                        state=east_y;
                        end
                    end
            west :
                begin
                    if (count==3'b111)
                        begin
                        state=west_y;
                        count=3'b0;
                        end
                    else
                        begin
                        count=count+3'b001;
                        state=west;
                        end
                    end
            west_y :
                begin
                    if (count==3'b011)
                        begin
                        state=north;
                        count=3'b0;
                        end
                    else
                        begin
                        count=count+3'b001;
                        state=west_y;
                        end
                    end
            endcase  
        end  
    end 
always @(state)
     begin
         case (state)
            north :
                begin
                    n_lights = 3'b001;
                    s_lights = 3'b100;
                    e_lights = 3'b100;
                    w_lights = 3'b100;
                end  
            north_y :
                begin
                    n_lights = 3'b010;
                    s_lights = 3'b100;
                    e_lights = 3'b100;
                    w_lights = 3'b100;
                end  
            south :
                begin
                    n_lights = 3'b100;
                    s_lights = 3'b001;
                    e_lights = 3'b100;
                    w_lights = 3'b100;
                end  
            south_y :
                begin
                    n_lights = 3'b100;
                    s_lights = 3'b010;
                    e_lights = 3'b100;
                    w_lights = 3'b100;
                end  
            west :
                begin
                    n_lights = 3'b100;
                    s_lights = 3'b100;
                    e_lights = 3'b100;
                    w_lights = 3'b001;
                end  
            west_y :
                begin
                    n_lights = 3'b100;
                    s_lights = 3'b100;
                    e_lights = 3'b100;
                    w_lights = 3'b010;
                end  
            east :
                begin
                    n_lights = 3'b100;
                    s_lights = 3'b100;
                    e_lights = 3'b001;
                    w_lights = 3'b100;
                end  
            east_y :
                begin
                    n_lights = 3'b100;
                    s_lights = 3'b100;
                    e_lights = 3'b010;
                    w_lights = 3'b100;
                end  
            endcase  
     end  
endmodule
==> CHANGELOG.md <==
### Metrics

- Seq cells post-synth: 6
- Slew @ Worst Pin: 0.224 ns
- Finished Core Util: 0.203
- Post-synth EDFFs: 0
- Root buffer cell: clkbuf_4
- Vias in the first global route: 356
- Post-Layout Cell Count: 112
- Antenna diodes: 0
- Clk sinks: 6
- Primary FF master, synth: dfrtp_1
- Synth area leaders: dfrtp_1 41%, ha_1 14%, nand2b_4 7.5%, nor2_1 6.1%, inv_1 5.1%
- Worst flop-to-flop path startpoint: count[0]
- Most frequent logic cell in the layout: buf_6
- Chip area: 6400 sq um
- Share of cells above drive strength 1: 0.682
- TritonCTS buffer count: 3
- Maximum root-to-sink buffer count: 2
- Power per cell area: 569 nW/um^2
- Dpl hpwl: 693 um
- Critical Path Start: state[2]
- Post-synth cell types: 17
- Post-synthesis sequential area ratio: 0.407
- RSZ-0062 raised after global routing: true
- GP Congestion: 0.781
- CP max FO: 4
- Worst hold path type: in2async
- Max-slew violation total from the final report: 0
- DR iter-0 viols: 1
- Worst path arrival time: 1.12 ns
- CP Launch Type: register
- R2R Path End: state[1]
- Via Count: 348
- I/O Buffers: 13
- YS chip area: 369 sq um
- Floorplan Utilization: 0.108
- Synth Instances: 38
- Setup crit end: s_lights[0]
- Dominant logic cell types in the final layout: 11 x buf_6, 9 x buf_2, 6 x nor2_2
- Count of tool warnings: 29
- Yosys warnings: 1
- IO Count: 14
- Die H: 80 um
- Post-layout period usage of the worst path: 1.13
- Critical Path RT: 0.96 ns
- Largest net degree at the start of global routing: 7
- Fmax: 735 MHz
- Syn Std Cell Area: 369 sq um
- Max-cap viol count: 0
- Area grow syn2layout: 87.5%
- Worst-case reg-to-reg path depth: 4
- Setup WS post-layout: -0.160 ns
- Avg Cell Area, Syn: 9.71 sq um
- ANT nets after route: 0
- GRT overflow: 0
- Pwr Total: 0.394 mW
- Failing checks: negative setup slack
- Top area contributor share: 0.407
- CTS tree: built
- Hold Vio Cnt, Final: 0
- CP Class: reg2out
- Global-route wire length before repair: 1.55 mm
- Worst-path clk slew: 0.05 ns
- # setup viols final: 12
- Latency at later pin: 0.24 ns
- Die width: 80 um
- Peak VDD IR: 154 uV
- Cell count after placement: 102
- Drt wl/cell: 7.83 um
- Flop-to-flop setup slack: 0.08 ns
- Area leader, netlist: dfrtp_1
- P_leak: 0.324 nW
- Max Clock Skew: 0.000801 ns
- # Cells Yosys: 38
- CP endpoint kind: primary output
- Routed wire length: 877 um
- Std-Cell Rows: 21
- # DRC: 0
- Total global-route track usage: 0.0293
- H-tree depth: 1
- Min Tclk post-route: 1.36 ns
- Initial antenna violation count: 0
- DRT Pass-1 Iters: 3
- Rel. slew slack: 0.850
- Asr flop ratio synth: 1.00
- Outcome: finished with violations
- Area of the core: 3420 sq um
- Vias/cell: 3.11
per-stage QoR:
stage               setup WS, ns  instance area [sq um]  hold WS (ns)  TNS (ns)
global placement          -0.247                    591         0.477     -1.85
finish                    -0.160                    692         0.210     -1.33
floorplan                  0.107                    369        0.0310         0
detailed placement        -0.267                    591         0.479     -1.98
global route              -0.231                    692         0.230     -2.08
CTS                       -0.190                    671         0.218     -1.55
timing repair:
item	4_1_cts	5_1_grt
pin swaps	8	5
gates cloned	0	0
hold buffers	0	0
gates resized	51	11
buffers inserted	8	0
endpoints found under the setup margin	12	15
endpoints found under the hold margin	0	0
cell type report:
type                    count  area, sq um
inverters                   5         18.8
repair buffers             26          216
clock buffers               3         22.5
flip-flops and latches      6          151
well taps                  46         57.6
multi-input cells          26          225
fillers                   382         2720
flip-flops by register name (all words and copies together), names as in the netlist:
signal,flops
count,3
state,3
synth_stat cells, drive strengths merged, types with 2 or more instances:
| library cell | count |
|---|---|
| inv | 5 |
| nand2b | 2 |
| nor2 | 8 |
| ha | 4 |
| dfrtp | 6 |
| nand2 | 3 |
where the power goes:
part           internal, mW  switching, mW  leakage [nW]
clock network         0.113         0.0706        0.0138
registers             0.203              0        0.0828
logic               0.00304        0.00397         0.227
total                 0.319         0.0746         0.324
layer usage:
layer  track usage  wire, um  part of all wire
met5             0         0                 0
met3        0.0227       151              0.17
met2        0.0433       335              0.38
met4       0.00528         9             0.010
met1        0.0329       380              0.43
critical path, cell delays in order, from the launching register on:
cell and delay [ns]:
dfrtp_1 0.42, buf_6 0.14, nand2b_4 0.15, nor2_2 0.07, buf_2 0.10
cells by family after synthesis:
| kind of cell | Yosys count | synth area share |
|---|---|---|
| AND-OR/OR-AND | 5 | 0.0915 |
| adder cells (fa/ha/maj) | 4 | 0.136 |
| buffers and inverters | 6 | 0.0814 |
| flip-flops | 6 | 0.407 |
| multiplexers | 1 | 0.0271 |
| AND/OR/NAND/NOR | 16 | 0.258 |
how the worst min path moves through the flow:
stage	end	depth (start not counted)	from
4_1_cts	count[1]	2	rst_a
5_1_grt	state[0]	2	rst_a
6_report	count[2]	2	rst_a
Power and IR drop assume default switching activity.
